==> ./design.v <==
`timescale 1ns / 1ps
`timescale 1ns / 1ps
localparam[3:0] AND_OP = 4'b0000;
localparam[3:0] OR_OP = 4'b0001;
localparam[3:0] ADD_OP = 4'b0010;
localparam[3:0] SUB_OP = 4'b0110;
localparam[3:0] LESS_THAN_OP = 4'b0111;
localparam[3:0] SHIFT_R_LOGICAL_OP = 4'b1000;
localparam[3:0] SHIFT_L_LOGICAL_OP = 4'b1001;
localparam[3:0] SHIFT_R_ARITH_OP = 4'b1010;
localparam[3:0] XOR_OP = 4'b1101;
localparam[3:0] DEFAULT_OP = ADD_OP;
`timescale 1ns / 1ps
parameter CPU_NUM_LANES = 2;  
parameter CPU_NUM_LANES_CLOG = $clog2(CPU_NUM_LANES);
parameter DATA_LEN = 32;
parameter DATA_LEN_CLOG = $clog2(DATA_LEN);
parameter SRC_LEN = 5;
parameter OPCODE_LEN = 7;
parameter BEU_LANE     = 4'b0000;
parameter MEU_LANE     = 4'b0000;
parameter INT_ALU_LANE = {0,0,1,1};
parameter INT_MUL_LANE = {0,1,0,0};
parameter NUM_INT_ALU_LN = 2;
parameter NUM_INT_MUL_LN = 1;
parameter INT_ALU_LN_OFFSET = 0;
parameter INT_MUL_LN_OFFSET = 2;
parameter BEU_LN_OFFSET = 2;
parameter ALU_CTRL_WIDTH = 4;
parameter FUNC3_SIZE = 3;
parameter FUNC7_SIZE = 7;
parameter SR_FUNC3   = 3'b101;
parameter SR_I_FUNC3 = 3'b101;
parameter FUNC3_WIDTH = 3;
parameter NUM_SRCS = 2;
parameter RS1	   = 0;
parameter RS2 	 = 1;
parameter TRUE = 1;
parameter FALSE = 0;
parameter ISSUE_WIDTH_MAX = 2;
parameter ISSUE_WIDTH_MAX_CLOG = $clog2(ISSUE_WIDTH_MAX);
parameter RS_NUM_ENTRIES = 4;
parameter RS_NUM_ENTRIES_CLOG = $clog2(RS_NUM_ENTRIES);
parameter ROB_SIZE = 8;
parameter ROB_SIZE_CLOG = $clog2(ROB_SIZE);
parameter ROB_MAX_RETIRE  = 4;  
parameter RETIRE_WIDTH_MAX = ROB_MAX_RETIRE;
parameter RETIRE_WIDTH_MAX_CLOG = $clog2(RETIRE_WIDTH_MAX);
parameter ROB_MAX_RETIRE_CLOG = $clog2(ROB_MAX_RETIRE);
parameter PRF_SIZE       = 8;
parameter PRF_SIZE_CLOG  = $clog2(PRF_SIZE);
parameter NUM_RF_R_PORTS = ISSUE_WIDTH_MAX*NUM_SRCS;
parameter NUM_RF_W_PORTS = RETIRE_WIDTH_MAX;
parameter RF_SIZE = 32;
parameter RAT_SIZE	 	           = RF_SIZE;
parameter RAT_TABLE_MAX_INDEX    = $clog2(RAT_SIZE); 
parameter BRATCR_NUM_ETY         = 3;
parameter BRATCR_NUM_ETY_CLOG    = $clog2(BRATCR_NUM_ETY);
parameter PRF_DATA_TYPE          = 1;
parameter ROB_DATA_TYPE          = 0;
parameter MAX_COMMIT_WIDTH  = 1;  
parameter CDB_NUM_LANES = CPU_NUM_LANES;
module int_alu(
        input  logic alu_val_ex1,
        input  logic [DATA_LEN-1:0]       rs1_ex1,
        input  logic [DATA_LEN-1:0]       rs2_ex1,
        input  logic [ALU_CTRL_WIDTH-1:0] alu_ctrl_ex1,
        input  logic [ROB_SIZE_CLOG-1:0] robid_ex1,
        output logic                     alu_result_val_ex1,
        output logic [ROB_SIZE_CLOG-1:0] robid_result_ex1,
        output logic [DATA_LEN-1:0]      result_alu_ex1
    );
    always_comb begin
        case(alu_ctrl_ex1)
            AND_OP:             result_alu_ex1 = rs1_ex1[DATA_LEN-1:0] & rs2_ex1[DATA_LEN-1:0];
            OR_OP:              result_alu_ex1 = rs1_ex1[DATA_LEN-1:0] | rs2_ex1[DATA_LEN-1:0];
            ADD_OP:             result_alu_ex1 = rs1_ex1[DATA_LEN-1:0] + rs2_ex1[DATA_LEN-1:0];
            SUB_OP:             result_alu_ex1 = rs1_ex1[DATA_LEN-1:0] - rs2_ex1[DATA_LEN-1:0];
            LESS_THAN_OP:       result_alu_ex1 =  ($signed(rs1_ex1[DATA_LEN-1:0]) < $signed(rs2_ex1[DATA_LEN-1:0])) ? 32'b1 : 32'b0;
            SHIFT_R_LOGICAL_OP: result_alu_ex1 = rs1_ex1[DATA_LEN-1:0] >> rs2_ex1[4:0];
            SHIFT_L_LOGICAL_OP: result_alu_ex1 = rs1_ex1[DATA_LEN-1:0] << rs2_ex1[4:0];
            SHIFT_R_ARITH_OP:   result_alu_ex1 = $unsigned($signed(rs1_ex1[DATA_LEN-1:0]) >>> rs2_ex1[4:0]);
            XOR_OP:             result_alu_ex1 = rs1_ex1[DATA_LEN-1:0] ^ rs2_ex1[DATA_LEN-1:0];
            default:            result_alu_ex1 = rs1_ex1 + rs2_ex1;
        endcase
    end
    assign alu_result_val_ex1 = alu_val_ex1;
    assign   robid_result_ex1 =   robid_ex1;
endmodule
==> ./run.sh <==
#!/bin/bash
# OpenROAD 26Q1-2900-gdf79404cd8, Yosys 0.63+post, stock flow scripts
make -C /OpenROAD-flow-scripts/flow DESIGN_CONFIG=/design/flow/config.mk WORK_HOME=/design/flow/orfs finish
==> ./config.mk <==
export PLATFORM = sky130hd
export DESIGN_NAME = int_alu
export DESIGN_NICKNAME = int_alu
export VERILOG_FILES = /design/flow/design.v
export SDC_FILE = /design/flow/constraint.sdc
export NUM_CORES = 4
export LEC_CHECK = 1
export CORE_UTILIZATION = 30
==> ./constraint.sdc <==
current_design int_alu

set clk_period 11.8
set clk_io_pct 0.2

create_clock -name clk0 -period $clk_period

set non_clock_inputs [all_inputs -no_clocks]
set_input_delay [expr $clk_period * $clk_io_pct] -clock clk0 $non_clock_inputs
set_output_delay [expr $clk_period * $clk_io_pct] -clock clk0 [all_outputs]
==> run_results.csv <==
group,metric,value,unit
synth,yosys.area_share.aoi,35.5,%
cells_and_area,nClkBuffers,0,
floorplanning,coreArea,0.0307,mm^2
setup_path,setup.worst_path.start,"rs2_ex1[4]",
route,detail-route-antenna-nets,0,
synth,ys_chip_area,0.00937,mm^2
power_and_ir_drop,max-vdd-ir-drop,0.0000249,V
final_timing,finalHoldViolCount,0,
grt,grt_pass1_vias,10000,
grt,grt_use_met2,40.6,%
grt,grt_pass1_wl,62200,um
grt,grtUsageTotal,26.2,%
synth,common_cells,"133 x nand2_1, 124 x nor2_1, 97 x ha_1",
cells_and_area,flop_area,0,um^2
placement,place_congestion,0.991,
cells_and_area,layout-drive-gt1-share,11.2,%
route,vias_per_cell,6.29,
synth,syn_avg_cell_area,7.20,um^2
final_timing,rsz0062_at_grt,"no",
synth,yosysTopAreaCellShare,12.9,%
synth,simple_gate_area_share,20.6,%
grt,grt_max_degree,53,
final_timing,slew_headroom,38.2,%
min_path,min_path_type,"in2out",
route,vias,10800,
setup_path,end_kind,"primary output",
final_timing,whs,4.72,ns
placement,port_buffers,100,
floorplanning,initial_core_util,30.6,%
route,drc,0,
synth,yosys.area_share.adder,13.4,%
power_and_ir_drop,finalPower,520,uW
grt,gr-usage-met3,4.24,%
final_timing,finalSetupViolCount,0,
power_and_ir_drop,switching_share,58.2,%
clock_tree,cts.repair.resized,0,
grt,grt.overflow.total,0,
route,avgRoutedWirePerCell,24.0,um
power_and_ir_drop,leakagePower,0.00418,uW
final_timing,tns,0,ns
cells_and_area,fin_cells,1713,
final_timing,period_used_share,77.9,%
synth,postSynthSeqShare,0,%
setup_path,crit_end,"result_alu_ex1[21]",
synth,xor_area_share,0.654,%
synth,synthCells,1301,
final_timing,layout_min_cycle_time,9.19,ns
power_and_ir_drop,power.density,49.7,mW/mm^2
route,first_iter_violations,1175,
setup_path,timing_worst_setup_path_type,"in2out",
synth,ys_cells,1301,
final_timing,finalMaxSlewViolations,0,
power_and_ir_drop,p_int,217,uW
setup_path,path_max_fanout,52,
setup_path,start_kind,"input port",
grt,grt_use_met1,37.3,%
clock_tree,hold_buffers,0,
setup_path,crit_required,9.44,ns
grt,antenna_found_initial,1,
cells_and_area,nFillCells,3291,
power_and_ir_drop,p_seq_share,0,%
cells_and_area,area_delta_synth_final,11.7,%
cells_and_area,final_util,34.1,%
synth,ys_sh_mux,19.2,%
synth,synthTopLogicFamily,"AND-OR/OR-AND gates",
floorplanning,die_y,179,um
floorplanning,rows,64,
synth,top_area_cell,"ha_1",
power_and_ir_drop,p_sw,303,uW
placement,post-dp-hpwl,31300,um
floorplanning,die_w,179,um
synth,synth_warnings,1,
route,dr.pass1.iters,5,
job,warning_count,97,
route,drt-total-wl,41100,um
route,insertedDiodeCount,0,
synth,synth_cell_types,112,
grt,busiest_layer,"met2",
placement,dp.cells,1713,
floorplanning,ios,108,
power_and_ir_drop,combPwrFrac,100.0,%
floorplanning,die_area,0.0320,mm^2
clock_tree,cts_setup_buffers,0,
outcome,status,"finished clean",
setup_path,cp.arrival,6.83,ns
synth,top_cell,"nand2_1",
cells_and_area,design.seq.count,0,
job,max-cap-violations,0,
synth,netlist_area,0.00937,mm^2
synth,yosys-top-cells-area,"ha_1 13%, mux4_2 12%, nand2_1 5.3%, a21oi_1 5.1%, nor2_1 5.0%",
final_timing,worst_pin_slew,0.915,ns
final_timing,max_freq,109,MHz
power_and_ir_drop,clkPwrFrac,0,%
==> layer usage <==
layer	up-vias	part of all wire [%]
met1	5164	44
li1	4955	-
met5	-	0.032
met4	2	3.6
met3	86	8.5
met2	566	44
==> cell usage in the layout, fill, tap and decap left out, types with 27 or more instances in the layout <==
cell type,netlist,routed
inv_1,90,90
mux4_2,48,48
nor3_1,27,27
clkdlybuf4s50_1,0,96
buf_4,14,32
nor2_1,124,124
ha_1,97,97
o21ai_0,85,85
nand2_1,133,133
a21oi_1,96,96
mux2i_1,36,36
==> final cells by class <==
cell class	instances	area [um^2]	area share (%)
repair buffers	131	1220	11.6
inverters	95	362	3.45
well taps	396	495	4.73
multi-input cells	1091	8390	80.2
==> per-stage QoR <==
step	worst slack (ns)	cell area, um^2
final	2.61	10500
after CTS	2.68	10500
after global placement	2.71	10500
after detailed placement	2.68	10500
after global routing	2.19	10500
after floorplan	3.87	9370
==> worst max-delay path: stages <==
cell and delay [ns]:
clkdlybuf4s50_1 0.47, buf_4 0.44, inv_1 0.12, ha_1 0.48, o211ai_1 0.13, o21a_1 0.22, o21ai_2 0.29, a21boi_0 0.29
o41ai_1 0.81, a2111oi_0 0.22, a2111oi_0 0.40, a31oi_1 0.14, clkdlybuf4s50_1 0.43
==> power by group through the flow <==
stage     Combinational (uW)  Sequential [uW]  Clock (uW)
4_1_cts                  512                0           0
5_1_grt                  562                0           0
6_report                 520                0           0
==> worst min-delay path by stage <==
stage                   endpoint  cells after the start         from  slack [ns]
CTS           alu_result_val_ex1                      0  alu_val_ex1        4.72
global route  alu_result_val_ex1                      0  alu_val_ex1        4.72
finish        alu_result_val_ex1                      0  alu_val_ex1        4.72
==> cell families (layout without fill, tap and decap cells) <==
family | Yosys count | count (layout)
XOR/XNOR | 7 | 7
buffers and inverters | 210 | 226
adder cells (fa/ha/maj) | 99 | 99
AND-OR/OR-AND | 467 | 467
multiplexers | 109 | 109
AND/OR/NAND/NOR | 409 | 409
Power and IR drop assume default switching activity.
